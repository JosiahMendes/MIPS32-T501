===== ./run.sh =====
#!/bin/bash
# OpenROAD 26Q1-2900-gdf79404cd8, Yosys 0.63+post, stock flow scripts
make -C /OpenROAD-flow-scripts/flow DESIGN_CONFIG=/design/flow/config.mk WORK_HOME=/design/flow/orfs finish

===== ./constraint.sdc =====
current_design mips_cpu_multiplieru

set clk_period 26.8
set clk_io_pct 0.2

create_clock -name clk0 -period $clk_period [get_ports {clk}]

set non_clock_inputs [all_inputs -no_clocks]
set_input_delay [expr $clk_period * $clk_io_pct] -clock clk0 $non_clock_inputs
set_output_delay [expr $clk_period * $clk_io_pct] -clock clk0 [all_outputs]

===== ./design.v =====
module mips_cpu_multiplieru(
    input logic [31:0] a, 
    input logic [31:0] b, 
    input logic  clk,
    output logic [63:0] out
);
    always_ff @(negedge clk) begin
        out <= $unsigned(a)*$unsigned(b);
    end
endmodule

===== ./config.mk =====
export PLATFORM = sky130hd
export DESIGN_NAME = mips_cpu_multiplieru
export DESIGN_NICKNAME = mips_cpu_multiplieru
export VERILOG_FILES = /design/flow/design.v
export SDC_FILE = /design/flow/constraint.sdc
export NUM_CORES = 4
export LEC_CHECK = 1
export CORE_UTILIZATION = 50

==> run summary <==
The synthesis and place-and-route flow finished, so here is a summary.

The flow ran to the end, and the final reports show no timing, DRC or antenna violations. The wire length of the first global-routing pass is 149 mm. The slowest stage of the critical path belongs to the cell sky130_fd_sc_hd__clkdlybuf4s50_1. The register bank with the most flops is out.

The register share after synthesis came out at 3.70%. The xor/xnor cell area share of the yosys netlist is 1.52%. The count of unresolved DRC violations after routing came out at 0. Clock tree synthesis inserted a total of 9 buffers. The number of cells in the yosys synthesis report came out at 3749. The number of nets still failing antenna checks after routing came out at 0. The total of fill cells in the finished design came out at 6204. The number of cell rows came out at approximately 96.

Registers take roughly 1300 um^2. Once placement completed, the tool counted placed cells totaling between 4000 and 5000. The highest-count logic cell in the final layout is sky130_fd_sc_hd__inv_1.

The final instance area is 37900 um^2. The synthesized netlist occupies a cell area of between 30000 and 40000 um^2. The largest registers in the layout are out: 64 flops.

The I/O pin count is 129. The iteration count of the initial detailed-routing pass came out at 6. The total number of warnings across the stage logs came out at 89.

The final hold violation count is 0. The average wire per standard cell is between 15 and 20 um. The end of the worst hold path is out[0].

The number of max-slew violations in the final report came out at 0. The count of input and output buffers came out at between 100 and 150. The maximum number of pins on one net before global-route repair is 33.

The number of flip-flops under the largest register name came out at 64. In the final timing run, aggregate negative setup slack is 0 ps. The required time of the critical path is between 10000 and 15000 ps. For the worst min-delay path, the startpoint reported by OpenROAD is b[0]. The count of warnings emitted by yosys is 1. The worst hold margin came out at about 19000 ps. The total grt overflow is 0.

The count of buffers added by post-CTS timing repair for setup is 0. The async set or reset register ratio after synthesis came out at 0%. The multi-input logic area came out at between 20000 and 30000 um^2. STA classifies the critical path endpoint as a flop. The count of cells along the worst hold path came out at 3. The script reports the combined buffer and inverter count of the critical path as 5.

The clock tree buffer depth came out at 2. The starting DRC count in detailed routing came out at 913. Looking at the cell usage after synthesis, the top flip-flop cell is sky130_fd_sc_hd__dfxtp_1. The count of vias placed by the detailed router came out at ~24000.

Among the non-sequential cells, adder cells take the most area. The pin closest to its max-slew limit shows a slew of roughly 890 ps. The number of vias per cell came out at 5.16. The simple-gate portion of the synthesized area is 17.6%. Broken down by cell family, the worst path's largest delay share belongs to adder cells. The clock sink total is 64. Per the final layout report, the fraction of cells sized above drive strength 1 comes to roughly 4%.

The post-cts resize count came out at 0. The global-route total usage across every layer came out at between 30% and 40%. The post-cts hold-fix buffer tally is 0. The peak per-stage delay on the critical path is 940 ps.

The chip area line in the Yosys stat output reads between 30000 and 40000 um^2. The number of enable-type register cells in the synthesized netlist is 0. The final tally of setup violations is 0. The chip occupies 70200 um^2. Setup repair after global routing left no endpoint under its margin. The count of H-tree levels built during CTS came out at 3. The tally of max-capacitance violations came out at 0. The share of synthesized cell area in and-or and or-and compound cells is 3.92%. The slew check shows that the tightest pin keeps a relative margin of 40.6%. The count of different cell masters after synthesis came out at 56.

The layout overhead on the synthesized area is 9.53%. Wires add up to 91.4 mm. The estimated wirelength of the detail-placed design came out at 77.2 mm. The placeable core region is 68500 um^2. For reference, the critical path cell chain is clkdlybuf4s50_1 > buf_4 > nand2_1 > fa_1 > inv_1 > fa_1 > fa_1 > fa_1 > fa_1 > fa_1 > inv_1 > fa_1 > inv_1 > ha_1 > ha_1 > and3_1 > nand2_1 > or3_1 > nor2_1 > and2_1 > a21o_1 > a221o_1 > a41oi_1 > xnor2_1. The horizontal die dimension reported for this design is between 200 and 300 um. Synthesis produced a netlist whose cell count is 3749.

Per the cell usage report, the commonest logic cells after layout are sky130_fd_sc_hd__inv_1, sky130_fd_sc_hd__fa_1, sky130_fd_sc_hd__and2_1, sky130_fd_sc_hd__nand2_1, sky130_fd_sc_hd__ha_1. The via count of the first global-routing pass is 26800. The number of antenna violations at the first check in global routing is 2. TritonCTS built the clock tree.

The average cell area after synthesis came out at ~9 um^2. The critical path class is input port to flop. The root buffer cell chosen for the clock tree is sky130_fd_sc_hd__clkbuf_16. The clock transition at the registers of the reported paths is roughly 40 ps.

STA reports the tightest min-delay check as being of type input port to flop. The instance area at placement is 37400 um^2. Max fanout on the critical path was recorded as 19. The effective utilization at floorplan is 50.5%. The placer congestion estimate came out at ~0.94.

STA classifies the critical path startpoint as an input port. Counting stages on the worst path, the most repeated cell is sky130_fd_sc_hd__fa_1. The data arrival time of the worst path came out at 13080 ps. The post-synthesis adder-cell area fraction came out at just over 60%. After synthesis the netlist holds a flip-flop and latch count of 64. Excluding fillers, the count of instances in the completed layout stands at approximately 4700. Yosys reports the multiplexer fraction of the synthesized area as 0.0289%. The die outline height is 265 um.
[worst min-delay path, cell delays in order]
cell and delay, ps:
sky130_fd_sc_hd__clkdlybuf4s50_1 400, sky130_fd_sc_hd__buf_4 240, sky130_fd_sc_hd__and2_1 200
[logic make-up after synthesis]
kind of cell    Yosys count
xor+xnor                 60
simple gates           1174
mux                       1
buf+inv                1087
flops                    64
compound gates          204
fa+ha+maj              1159
[metal layers]
layer / up-vias / part of all wire [%] / track usage (%)
li1: 11100 / - / -
met1: 12600 / 39 / 43.0
met2: 726 / 51 / 48.9
met3: 98 / 6.9 / 8.79
met4: 2 / 2.6 / 6.59
met5: - / 0.019 / 0
[synth_stat cells (all sizes together), types with 3 or more instances]
master / instances / area share, %
o21a: 10 / 0.22
ha: 263 / 9.5
clkbuf: 217 / 2.4
dfxtp: 64 / 3.7
nand3: 10 / 0.14
inv: 865 / 9.4
or2: 3 / 0.054
buf: 5 / 0.065
nor3: 8 / 0.12
xnor2: 34 / 0.86
o21bai: 9 / 0.20
and3: 15 / 0.27
or3: 4 / 0.072
a21o: 37 / 0.80
nand4: 24 / 0.43
nor2: 19 / 0.21
nor4: 3 / 0.072
nand2b: 3 / 0.054
a31oi: 10 / 0.20
xor2: 26 / 0.66
a221o: 5 / 0.14
o221ai: 3 / 0.076
and2: 602 / 11
o211ai: 3 / 0.080
fa: 896 / 52
nand2: 475 / 5.2
a21oi: 70 / 1.0
nor2b: 3 / 0.054
o221a: 3 / 0.098
o21ai: 31 / 0.45
a211oi: 3 / 0.065
[per-stage QoR]
step / worst slack, ps / util, %
after detailed placement: 246 / 54.6
after global routing: 279 / 55.3
final: 599 / 55.3
after floorplan: 1260 / -
after global placement: 175 / 54.6
after CTS: 630 / 55.3
[worst max-delay path by stage]
| stage | start | end | cells past startpoint |
|---|---|---|---|
| 6_report | b[24] | out[60] | 24 |
| 5_1_grt | b[12] | out[63] | 26 |
| 4_1_cts | b[24] | out[60] | 24 |
[cell type report]
| class | count | area share [%] |
|---|---|---|
| inverters | 864 | 8.56 |
| well taps | 882 | 2.91 |
| multi-input cells | 2598 | 77.1 |
| clock buffers | 9 | 0.594 |
| repair buffers | 256 | 6.65 |
| flip-flops and latches | 64 | 3.38 |
| clock inverters | 71 | 0.756 |
| diodes | 2 | 0.0132 |
